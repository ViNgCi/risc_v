===== flow/design.v =====
`timescale 100ms/1ms
module reg_module (
    inst,
    clk,
    dataD,
    dataA,
    dataB,
    RegWEn,
);
    input [31:0] inst;
    input clk;
    input RegWEn;
    input [31:0] dataD;
    output reg [31:0] dataA;
    output reg [31:0] dataB;
    reg [5:0] addrA;
    reg [5:0] addrB;
    reg [5:0] addrD;
    always @(inst) begin
        addrA = inst[19:15];
        addrB = inst[24:20];
        addrD = inst[11:7];
    end
    reg [31:0] reg_data [31:0];
    integer i;
    initial begin
        for(i=0;i<32;i=i+1)begin
            reg_data[i] = 0;
        end
    end
    always @(inst) begin
        #1;
        dataA = reg_data[addrA];
        dataB = reg_data[addrB];
    end
    always @(posedge clk ) begin
        #1;
        if(RegWEn==1'b1 && addrD!=0)begin
            reg_data[addrD] <= dataD;
        end
    end
endmodule

===== flow/config.mk =====
export PLATFORM = sky130hd
export DESIGN_NAME = reg_module
export DESIGN_NICKNAME = reg_module
export VERILOG_FILES = /design/flow/design.v
export SDC_FILE = /design/flow/constraint.sdc
export NUM_CORES = 4
export LEC_CHECK = 1
export CORE_UTILIZATION = 40

===== flow/run.sh =====
#!/bin/bash
# OpenROAD 26Q1-2900-gdf79404cd8, Yosys 0.63+post, stock flow scripts
make -C /OpenROAD-flow-scripts/flow DESIGN_CONFIG=/design/flow/config.mk WORK_HOME=/design/flow/orfs finish

===== flow/constraint.sdc =====
current_design reg_module

set clk_period 7.5
set clk_io_pct 0.2

create_clock -name clk0 -period $clk_period [get_ports {clk}]

set non_clock_inputs [all_inputs -no_clocks]
set_input_delay [expr $clk_period * $clk_io_pct] -clock clk0 $non_clock_inputs
set_output_delay [expr $clk_period * $clk_io_pct] -clock clk0 [all_outputs]

==> qor.txt <==
Core Footprint = 0.120 mm2
CP bufs+invs = 3
#FFs+latches synth = 1024
Top cell area share = 63.1%
Worst slew pin tran = 967 ps
Fin. Hold Viols = 0
DRT Pass-1 Iters = 5
Synth logic family = multiplexers
Top reg by flops = reg_data
Worst rel slew slack = 35.4%
Worst path required time = 6000 ps
Hold crit path type = input pin to flop
Ys flop type = edfxtp_1
CTS tree = built
Hold bufs inserted after CTS = 0
Final Non-Filler Cells = 5215
Final worst-path cycle share = 81.6%
Die Span Y = 351 um
Largest net degree at the start of global routing = 84
Cell taking the most area after synthesis = edfxtp_1
RSZ-0062 raised after global routing = no
Layout cells sized above 1 = 9.11%
Cell Pwr Density = 229 mW/mm2
CP Launch Type = input pin
Fa+ha+maj area frac = 0%
Hold Crit Start = dataD[3]
Vias/cell = 5.85
Family with the most delay on the worst path = buffers and inverters
Synthesized area per cell = 14.4 um2
Ys Warns = 1
Placement Cell Area = 0.0521 mm2
CP max-delay cell = nor2b_4
Final WL = 146 mm
Placed Cells = 5022
First-pass GRT wire length = 209 mm
Clock sink count = 1024
Yosys stat chip area = 0.0488 mm2
Routed Antenna Nets = 0
Worst vdd ir = 0.191 mV
CTS Buffer Depth = 3
CP Max Fanout = 17
Basic Gates by Area = 4.71%
Top cells, area = edfxtp_1 63%, mux2i_1 21%, a22oi_1 3.0%, a22o_1 2.3%, nand3_1 2.0%
Log Warnings = 43
Worst setup path start = inst[17]
Final setup vio count = 0
Post-route DRC violation count = 0
Max incr delay on CP = 750 ps
Seq share, synth = 63.1%
Largest regs = reg_data (1024)
Total grt overflow = 0
Num ports = 130
Final Instance Area = 0.0554 mm2
Instance tally after logic synthesis = 3386
F_max = 0.163 GHz
Ys cells = 3386
Max reg flops = 1024
CP Cell Sequence = clkdlybuf4s50_1, nor2b_4, buf_4, a22o_1, nor3_1, a31oi_1, nand3_1, clkdlybuf4s50_1
GPL Wtd Cong = 0.870
Number of enable flip-flop cells = 1024
Post-DP HPWL = 81.0 mm
Post-synth ARST share = 0%
Fin crit period = 6120 ps
DP Worst Slack = 1430 ps
Slew Limit Fails = 0
Initial antenna violation count = 6
Post-CTS Setup Repair Bufs = 0
Post-Synth AOI/OAI Area = 8.05%
Max-cap violations = 0
Post-cts resize count = 0
Status = complete, no violations
CP Capture Type = output pin
Die area = 0.123 mm2
TritonCTS buffer count = 105
Kind of critical path = input pin to output pin
Post-DR wirelength/cell = 28.0 um
Total track usage = 25.5%
Worst path arrival time = 4620 ps
Port bufs = 112
Yosys cell types = 24
Most used cell, CP = clkdlybuf4s50_1
Clock-pin slew on the worst setup and hold paths = 60 ps
Rows = 127
Syn-to-layout area delta = 13.6%
XOR/XNOR Area Share = 0%
Total Neg Setup Slack = 0 ps
Fp util = 40.5%
Starting DRC count in detailed routing = 1736
Final worst slack = 1380 ps
Clk root buf = clkbuf_16
Die width = 351 um
Via count = 30500
Vias in the first global route = 31500
P_leak = 0.0203 uW
Top cells by count = 1024 x edfxtp_1, 1024 x mux2i_1, 195 x nand2_1, 194 x nand3_1
MUX area fraction = 21.0%
H-Tree Depth = 3
Mapped Area = 0.0488 mm2
cells in the final DEF, fill, tap and decap left out, types with 3 or more instances in the layout:
cell	Yosys	layout
nand3b_1	5	5
bufinv_16	0	8
edfxtp_1	1024	1024
buf_12	0	24
nor3_1	64	64
buf_4	57	110
clkbuf_1	82	26
or3b_2	3	3
clkbuf_16	0	109
a22o_1	128	128
conb_1	1	32
nor2b_4	0	4
nand2_1	195	193
clkinvlp_4	0	4
nor2_4	0	33
nand3_1	194	194
nand2b_2	0	4
a22oi_1	192	192
clkdlybuf4s50_1	0	110
clkinv_2	0	17
a31oi_1	64	64
clkinv_1	0	24
a21oi_1	192	192
mux2i_1	1024	1024
layout make-up:
cell class                      instances  area [um2]
Clock inverter                         57         480
Fill cell                           10400       65000
Sequential cell                      1024       30700
Multi-Input combinational cell       2140       16900
Timing Repair Buffer                  246        2440
Clock buffer                          135        2830
Tap cell                             1612        2020
Antenna cell                            1        2.50
stage by stage:
step,hold WS (ps),power [uW],util (%)
5_1_grt,1650,13000,46.0
2_1_floorplan,1600,7200,-
6_report,1640,12700,46.0
3_3_place_gp,2320,7710,43.2
3_5_place_dp,2330,7710,43.2
4_1_cts,1620,12700,46.0
cells by family (layout without fill, tap and decap cells):
| kind of cell | after synthesis | count (layout) |
|---|---|---|
| multiplexers | 1024 | 1024 |
| AND-OR/OR-AND | 576 | 576 |
| AND/OR/NAND/NOR | 508 | 508 |
| buffers and inverters | 253 | 438 |
| flip-flops | 1024 | 1024 |
| other | 1 | 33 |
report_power, final:
group | total [uW] | switching (uW) | internal, uW
Clock | 5060 | 2140 | 2920
Combinational | 1190 | 730 | 458
Sequential | 6410 | 31.4 | 6380
final timing paths:
path | end | depth (start not counted)
worst max-delay path | dataA[25] | 8
worst min-delay path | reg_data[28][3]$_DFFE_PP_ | 2
layer usage:
layer  share of wire [%]  global-route usage, %  vias up
met5               0.096                  0.667        -
met4                 4.9                   9.79       14
met3                  13                   14.3      351
met2                  47                   38.8     1573
met1                  35                   31.0    14900
li1                    -                      -    13600
Power is estimated from default activity; no workload was simulated.
