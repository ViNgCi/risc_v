==> flow/design.v <==
`timescale 100ms/1ms
module alu_module (
    dataA,
    dataB,
    pc,
    imm,
    alu,
    Asel,
    Bsel,
    ALUSel
);
    input [31:0] dataA;
    input [31:0] dataB;
    input [31:0] pc;
    input [31:0] imm;
    input Asel;
    input Bsel;
    input [3:0] ALUSel;
    output reg [31:0] alu;
    reg [31:0] opA;
    reg [31:0] opB;
    parameter df = 4'b0000;
    parameter add = 4'b0001;
    parameter sub = 4'b0010;
    parameter sll = 4'b0011;
    parameter slt = 4'b0100;
    parameter sltu = 4'b0101;
    parameter xor_op = 4'b0110;
    parameter srl = 4'b0111;
    parameter sra = 4'b1000;
    parameter or_op = 4'b1001;
    parameter and_op = 4'b1010;
    always @(Asel) begin
        if(Asel) begin
            opA = pc;
        end else begin
            opA = dataA;
        end
    end
    always @(Bsel) begin
        if(Bsel) begin
            opB = imm;
        end else begin
            opB = dataB;
        end
    end
    always @(Asel or Bsel or ALUSel) begin
        #2;
        case (ALUSel)
            add: alu = opA + opB;
            sub: alu = opA - opB;
            sll: alu = opA << opB;
            slt: alu = ($signed(opA) < $signed(opB)) ? 1 : 0;
            sltu: alu = (opA < opB) ? 1 : 0;
            xor_op: alu = opA ^ opB;
            srl: alu = opA >> opB;
            sra: alu = opA >>> opB;
            or_op: alu = opA | opB;
            and_op: alu = opA & opB;
            default: alu = 32'h00000000;
        endcase
    end
endmodule
==> flow/run.sh <==
#!/bin/bash
# OpenROAD 26Q1-2900-gdf79404cd8, Yosys 0.63+post, stock flow scripts
make -C /OpenROAD-flow-scripts/flow DESIGN_CONFIG=/design/flow/config.mk WORK_HOME=/design/flow/orfs finish
==> flow/config.mk <==
export PLATFORM = sky130hd
export DESIGN_NAME = alu_module
export DESIGN_NICKNAME = alu_module
export VERILOG_FILES = /design/flow/design.v
export SDC_FILE = /design/flow/constraint.sdc
export NUM_CORES = 4
export LEC_CHECK = 1
export CORE_UTILIZATION = 50
==> flow/constraint.sdc <==
current_design alu_module

set clk_period 15.8
set clk_io_pct 0.2

create_clock -name clk0 -period $clk_period

set non_clock_inputs [all_inputs -no_clocks]
set_input_delay [expr $clk_period * $clk_io_pct] -clock clk0 $non_clock_inputs
set_output_delay [expr $clk_period * $clk_io_pct] -clock clk0 [all_outputs]
==> results.txt <==
Flow results are below.

- The flow ran to the end, and the final reports show no timing, DRC or antenna violations.
- The HPWL reported at the end of detailed placement is 33,300 um, for reference.
- The total number of yosys warnings is 1, for reference.
- The via count of the first global-routing pass is 10,449.
- At the placement stage, the worst setup path has a slack of 4.10 ns.
- After synthesis, the cell types taking the most area are mux2i_1, ha_1, nor2_1.
- The quantity of hold-fixing buffers added after cts is 0, for reference.
- The I/O pin count is 166, for reference.
- The area of placed instances is 10,900 sq um, for reference.
- The adder-cell area share of the yosys netlist is 0.137, for reference.
- Per the detail_route report, the via count comes to 11,968.
- Buffers placed on the I/O ports in this run total 166.
- In this run, post-CTS repair resized a total of 0 instances.
- Per the final report, max-transition violations number 0.
- The sequential cell area fraction in the yosys report is 0, for reference.
- The overall global routing resource usage is 0.456, for reference.
- The post-route fraction of the period consumed by the critical path is 0.752, for reference.
- The library cell occupying the most area in the post-synthesis netlist is mux2i_1, for reference.
- The largest driver fanout on the critical path is 49, for reference.
- For reference, the placement row count at floorplan is 48.
- The number of hold violations in the final report is 0, for reference.
- The number of different library cells in the post-synthesis netlist is 72, for reference.
- The share of the core filled with cells in the final layout is 0.623, for reference.
- In this run the static leakage power is 4.60 nW.
- The largest net degree at the start of global routing is 70, for reference.
- The worst setup path is captured at an output port.
- The path type of the worst min-delay path is primary input to output port, for reference.
- From the final report, the count of setup violators was given as 0.
- In the log, the iteration count for the first detailed-route pass is 9.
- For the completed layout, the total cell area is recorded as 10,900 sq um.
- The post-synthesis share of cell area spent on and-or and or-and gates is 0.392, for reference.
- The area used by sequential logic in the layout is 0 sq um, for reference.
- The global-route congestion overflow total is 0, for reference.
- The layout has 0 clock buffers.
- The antenna diode count is 0, for reference.
- The overall die width is 137 um, for reference.
- The synthesized netlist handed to floorplanning was reported with a cell count of 1,416.
- The area share of and/or/nand/nor cells after synthesis is 0.221, for reference.
- The final worst hold slack is 7.78 ns, for reference.
- By area, the combinational part of the netlist is dominated by AND-OR/OR-AND gates.
- Between the synthesized netlist and the finished layout, the area growth was recorded as 20.2%.
- In the final layout, the share of cells above drive strength 1 is 0.0505.
- Max-cap violations in this run came to 0.
- The arrival time of data at the critical path endpoint is 8.72 ns, for reference.
- The worst max-slew margin expressed relative to the limit is 0.380, for reference.
- The critical path required time is 12.64 ns, for reference.
- The cell-mix breakdown from Yosys lists the XOR/XNOR area share as 0.0106.
- The final estimated routing congestion in global placement is 1.12, for reference.
- After routing, the total negative slack on setup checks comes to 0 ns.
- The die area is 18,600 sq um, for reference.
- Nets still carrying antenna violations after routing amount to 0.
- At the pin with the least slew margin, the transition time is 0.921 ns.
- The number of buffers inserted by post-CTS setup repair is 0, for reference.
- In this run, placement finished with an instance count of 1,729.
- The detailed router reported a total wirelength of 41,900 um.
- The number of OpenROAD warnings is 97, for reference.
- The critical path is of the primary input to output port type.
- The share of the core area taken by cells at floorplan is 0.518.
- The power density over the cells is 44.7 nW/um^2, for reference.
- The total core area is 17,500 sq um, for reference.
- The number of antenna violations at the first check in global routing is 0.
- The type of origin of the critical path is a primary input, for reference.
- Setup repair after global routing left no endpoint under its margin.
- The total cell area reported by yosys after synthesis is 9050 sq um, for reference.
- The final worst setup slack is 3.92 ns, for reference.
- The detailed-route vias per instance is 6.92, for reference.
- The synthesized netlist was found by Yosys to have 1,416 cells.
- In this build the clock could be raised as far as 84.2 MHz.
- The script parses the final routing iteration and logs DRC violations as 0.
- In this run the cell area of the synthesized design comes to 9050 sq um.
- The number of sequential cells reported for the layout is 0.
- For this run, the number of standard cells in the final layout without fillers is 1,729.
- The worst VDD IR drop from the latest analysis is 0.0280 mV.
- The post-synthesis average cell area is 6.39 sq um, for reference.
- The smallest clock period supported by the final layout is computed as 11.88 ns.
- The total power after layout is 0.487 mW, for reference.
- The average detailed-routed wire length per instance is 24.3 um, for reference.
- The first global-routing pass estimated 63,000 um of wire.
- The fraction of synthesized area in multiplexers is 0.153, for reference.
- According to the floorplan report, the die height is 137 um.
- The number of DRC violations after detailed-routing iteration 0 is 1,725, for reference.
- The share of the synthesized area in the top cell type is 0.142, for reference.
[routing by layer]
layer	track usage	vias to the layer above	share of wire
li1	-	5485	-
met1	0.615	5376	0.39
met2	0.678	939	0.42
met3	0.0748	168	0.11
met4	0.275	0	0.073
met5	0	-	0
[cell usage after synthesis (12+ instances only)]
master     instances
o21ai_0          107
o211ai_1          42
ha_1              96
a221oi_1          25
o221ai_1          14
o22ai_1           12
nor2_1           147
a21o_1            20
nor4_1            20
a22oi_1           19
clkbuf_1          82
o2111ai_1         12
nand2_1          139
buf_1             19
a21oi_1          105
inv_1             92
nand3_1           44
mux2i_1          128
nor3_1            31
a211oi_1          38
[path summary, 6_finish.rpt]
check	start	endpoint	slack, ns	cells after the start
hold / removal	imm[5]	alu[4]	7.78	5
setup / recovery	imm[0]	alu[30]	3.92	18
[where the power goes]
| group | internal [mW] | switching (mW) |
|---|---|---|
| clock network | 0 | 0 |
| logic | 0.193 | 0.294 |
| registers | 0 | 0 |
| total | 0.193 | 0.294 |
[placed cells by master (no fill, tap or decap), types with 10 or more instances in the layout]
master / instances
o221ai_1: 14
a21oi_1: 105
a21o_1: 20
a22oi_1: 19
a221oi_1: 24
a211oi_1: 38
clkdlybuf4s50_1: 164
o2111ai_1: 12
nand3_1: 44
a31oi_1: 11
o21bai_1: 11
nor4_1: 20
ha_1: 96
inv_1: 92
nor2_1: 146
mux2i_1: 124
nand2b_1: 10
buf_4: 32
nand2_1: 139
nor2b_1: 10
o22ai_1: 12
o21ai_0: 107
nor3_1: 30
o211ai_1: 42
nand4_1: 10
[logic make-up after synthesis]
family                   after synthesis
multiplexers                         137
buffers and inverters                205
AND-OR/OR-AND                        520
XOR/XNOR                              11
AND/OR/NAND/NOR                      445
adder cells (fa/ha/maj)               98
[area by class of cell]
class                           instances  area, sq um
Tap cell                              225          282
Multi-Input combinational cell       1211         8350
Timing Repair Buffer                  198         1890
Fill cell                            1662         6600
Inverter                               95          357
[worst max-delay path, stage by stage]
cell             delay [ns]
clkdlybuf4s50_1        0.50
mux2i_4                0.07
buf_4                  0.30
inv_2                  0.35
buf_4                  0.51
ha_1                   0.27
inv_1                  0.07
fa_1                   0.46
nor2b_1                0.17
o211ai_1               0.34
nand4_1                0.24
a21o_1                 0.28
a2111oi_0              0.70
o21ai_1                0.31
a21oi_1                0.20
a211oi_1               0.06
o21ai_0                0.20
clkdlybuf4s50_1        0.49
Power is estimated from default activity; no workload was simulated.
