==> design/flow/config.mk <==
export PLATFORM = sky130hd
export DESIGN_NAME = pc_module
export DESIGN_NICKNAME = pc_module
export VERILOG_FILES = /design/flow/design.v
export SDC_FILE = /design/flow/constraint.sdc
export NUM_CORES = 4
export LEC_CHECK = 1
export CORE_AREA = 10 10 103 103
export DIE_AREA = 0 0 113 113
==> design/flow/constraint.sdc <==
current_design pc_module

set clk_period 5.7
set clk_io_pct 0.2

create_clock -name clk0 -period $clk_period [get_ports {clk}]

set non_clock_inputs [all_inputs -no_clocks]
set_input_delay [expr $clk_period * $clk_io_pct] -clock clk0 $non_clock_inputs
set_output_delay [expr $clk_period * $clk_io_pct] -clock clk0 [all_outputs]
==> design/flow/design.v <==
module pc_module (
    alu, 
    PCSel,
    clk,
    pc,
    pc_4,
    rst_n
);
    input [31:0] alu;
    input PCSel;
    input clk;
    input rst_n;
    output reg [31:0] pc_4;
    output reg [31:0] pc;
    reg [31:0] pc_pre;
    always @(posedge clk) begin
        pc<=pc_pre;
    end
    always @(pc) begin
        pc_4 = pc + 32'h00000004;
    end
    always @(PCSel or pc_4 or alu) begin
        if(PCSel == 0) begin
            pc_pre = pc_4;
        end else begin
            pc_pre = alu;
        end
    end
endmodule
==> design/flow/run.sh <==
#!/bin/bash
# OpenROAD 26Q1-2900-gdf79404cd8, Yosys 0.63+post, stock flow scripts
make -C /OpenROAD-flow-scripts/flow DESIGN_CONFIG=/design/flow/config.mk WORK_HOME=/design/flow/orfs finish
==> git commit body <==
Log flow metrics for this revision

- Fill cells in the final layout number 833.
* Number of CTS-inserted buffers: 5
- Overall routing resource usage recorded by global route was 9.816%.
* Warnings from Yosys: 1
- Clock insertion delay at the later pin of the skew report: 0.28 ns
- Worst Max-Slew Pin Slew: 0.6656 ns
* Number of antenna violations at the first check in global routing: 0
- At the end of routability-driven placement, the weighted congestion stood at 0.7474.
* Number of buffers added for setup after CTS: 0
- Final total negative setup slack: 0 ns
- For reference, the final report shows the hold violation count at 0.
- The script logs the mean routed wire length per placed instance as 15.92 microns.
- The critical path's slowest stage uses the library cell dfxtp_1.
* Number of buffers between clock root and the deepest sink: 2
* Share of the clock period used by the worst path: 67.21%
* Post-synthesis async set-or-reset flop share: 0%
- Vertical die size: 113 microns
- The synthesized netlist handed to floorplanning was reported with a cell count of 199.
- Number of enable-type register cells in the synthesized netlist: 2
- Max-cap check violation count: 0
- The first detailed-routing pass ran for 4 iterations.
- Number of placement rows: 33
* Clock Skews: 0.007815 ns
- CTS Root Cell: clkbuf_8
- Worst min-delay path startpoint: pc[31]
- Crit path capture type: output port
- In this design, the stage delay of the slowest critical-path cell is 0.45 ns.
- Sequential share of the synthesized area: 36.51%
* Max VDD drop: 94.26 uV
* CTS sink cnt: 32
- Final setup violation count: 0
- Number of max-slew violations in the final report: 0
- The first global-routing pass estimated 10.36 mm of wire.
- Area grow syn2layout: 62.38%
* DRT antenna net count: 0
* Port-buffer cells: 97
- After floorplanning, the die was sized to cover 12770 sq um.
* Top-level I/O count: 99
- Leakage power summed over all cells: 0.001037 uW
* Detailed-route DRC error count: 0
- In the final layout, the registers with the most flip-flops are pc: 32 flops.
- Total cells reported by yosys after synthesis: 199
- The worst setup path is launched from a register.
- The final route contains 1868 vias.
- The region available for standard cell placement spans 8299 sq um.
- Critical path arrival: 2.69 ns
- FF-to-FF path depth: 5
* Vias in the first global route: 1906
- Most used DFF post-synth: dfxtp_1
* Critical-path maximum fanout: 8
- Register with the highest flop count: pc
* Placed Area: 2860 sq um
- Number of DRC markers after the initial detailed-route iteration: 57
- Cell Pwr Density: 225.8 nW/um^2
- The register with the most flip-flops in the layout has 32 of them.
* Deepest level of the CTS H-tree: 2
* CP Data Required Time: 4.56 ns
* Placement Setup Slack: 2.191 ns
- WHS Endpoint: pc[31]
* Reg2Reg Capture Point: pc[20]
* Clock input transition at the sequential cells of the worst setup and hold paths: 0.07 ns
- Post-detail-place hpwl: 4.990 mm
- OpenROAD emitted warnings numbering 26.
- Clock tree from TritonCTS: yes
- FP Util: 21.80%
- The worst pin sits at a relative slew slack of 55.58%.
- Post-detailed-route via-to-cell ratio: 4.682
- The run finished with clean final reports.
- Unrepaired setup endpoints after global routing: no
- For reference, the post-synthesis area per instance comes to 9.092 sq um.
* Critical R2R Launch: pc[2]
* Highest clock frequency the design can meet: 261.0 MHz
* Post-synthesis register bit count: 32
- The die is 113 microns wide.
- In the setup report, the worst path falls into the class reg2out.
- Syn Std Cell Area: 1809 sq um
- Across all register-to-register paths, the minimum setup slack is 3.60 ns.
- 0 antenna diodes ended up in the layout.
- Subtracting the final worst setup slack from the clock period gives 3.831 ns.
- The gate-level netlist out of Yosys references 38 unique cell types.
- Wires add up to 6.352 mm.
- Share of layout cells above drive strength 1: 11.56%
- Post-CTS repair changed the size of 0 cells.
- Final worst-path setup slack: 1.869 ns
- WHS Path Cells: 2
- Recorded from the global router log, the overflow total was 0.
- Worst hold slack after final layout: 0.5402 ns
- Non-Filler Cell Area, Final: 2938 sq um
- In the synthesis report, Yosys lists the chip area as 1809 sq um.
- The tightest min-delay check is of the reg2reg type.
- Critical path launch point: pc[2]
- After clock tree synthesis, the flow added hold-fix buffers numbering 0.
- Entering global routing, the biggest net connects 26 pins.
- Traced cell by cell, the critical path runs through ha_1 -> and3_1 -> nand3_1 -> o31a_1 -> or2_2 -> clkdlybuf4s50_1.
- Core utilization of the finished layout: 35.40%
## cell usage in the layout (no fill, tap or decap), drive strengths merged, types with 7 or more instances in the layout
| cell | Yosys | routed |
|---|---|---|
| clkdlybuf4s50 | 0 | 97 |
| dfxtp | 30 | 30 |
| nand2 | 21 | 21 |
| mux2 | 14 | 14 |
| xnor2 | 13 | 13 |
| nand4 | 12 | 12 |
| nand3 | 11 | 11 |
| nor2 | 8 | 8 |
| o31ai | 7 | 7 |
| or2 | 7 | 7 |
| a31oi | 7 | 7 |
| or4 | 7 | 7 |
## cell usage after synthesis (2+ instances only)
cell	number	share of area, %
a221o_1	2	1.1
a31oi_1	7	2.4
and2_1	2	0.69
and4_1	4	1.9
and4_2	2	1.1
buf_4	2	0.83
buf_6	2	1.2
clkbuf_1	5	1.0
dfxtp_1	30	33
edfxtp_1	2	3.3
inv_1	4	0.83
mux2_2	14	8.7
nand2_1	21	4.4
nand2b_1	4	1.4
nand3_1	11	3.0
nand4_1	11	3.8
nor2_1	8	1.7
nor3_1	5	1.4
nor4_1	4	1.4
o211ai_1	3	1.2
o21a_1	2	0.83
o31a_1	6	2.9
o31ai_1	7	2.9
or2_2	7	2.4
or4_1	6	2.5
xnor2_1	13	6.3
xor2_1	4	1.9
## cell type report
class	instances	area [sq um]	share of cell area (%)
Sequential cell	32	660.6	22.49
Clock buffer	6	72.57	2.470
Inverter	4	15.01	0.5111
Clock inverter	1	5.005	0.1704
Tap cell	105	131.4	4.472
Multi-Input combinational cell	152	1067	36.33
Timing Repair Buffer	99	985.9	33.56
## how the worst max path moves through the flow
stage | cells past startpoint | to
finish | 6 | pc_4[30]
global route | 6 | pc_4[30]
CTS | 6 | pc_4[30]
## cells by family after synthesis
| kind of cell | share of synthesized area, % |
|---|---|
| adder cells (fa/ha/maj) | 0.6915 |
| flip-flops | 36.51 |
| AND-OR/OR-AND | 12.79 |
| AND/OR/NAND/NOR | 28.56 |
| XOR/XNOR | 8.229 |
| multiplexers | 8.714 |
| buffers and inverters | 4.494 |
## critical path: cells and delay by family (launching register included)
kind / cells / cell delay [ns]
flops: 1 / 0.45
fa+ha+maj: 1 / 0.25
simple gates: 3 / 0.90
compound gates: 1 / 0.39
buf+inv: 1 / 0.43
## metal layers
metal	GRT usage, %	vias up	routed length [microns]
met3	4.915	2	707
met5	0	-	0
met2	14.94	63	2828
met1	12.81	859	2796
li1	-	944	-
met4	0.6768	0	19
## metrics by stage
step | cells | power [uW]
after detailed placement | 392 | 503.4
after CTS | 399 | 680.2
after global placement | 392 | 502.4
final | 399 | 663.3
after floorplan | 199 | 350.3
after global routing | 399 | 712.2
## report_power, final
| group | switching (uW) | internal, uW |
|---|---|---|
| registers | 38.1 | 253 |
| clock network | 85.3 | 83.1 |
| logic | 55.8 | 148 |
Power is estimated from default activity; no workload was simulated.
